[/design/flow/run.sh]
#!/bin/bash
# OpenROAD 26Q1-2900-gdf79404cd8, Yosys 0.63+post, stock flow scripts
make -C /OpenROAD-flow-scripts/flow DESIGN_CONFIG=/design/flow/config.mk WORK_HOME=/design/flow/orfs finish
[/design/flow/config.mk]
export PLATFORM = sky130hd
export DESIGN_NAME = PROGRAM_COUNTER
export DESIGN_NICKNAME = PROGRAM_COUNTER
export VERILOG_FILES = /design/flow/design.v
export SDC_FILE = /design/flow/constraint.sdc
export NUM_CORES = 4
export LEC_CHECK = 1
export CORE_AREA = 10 10 70 70
export DIE_AREA = 0 0 80 80
[/design/flow/constraint.sdc]
current_design PROGRAM_COUNTER

set clk_period 1.8
set clk_io_pct 0.2

create_clock -name clk0 -period $clk_period [get_ports {INCREMENT}]

set non_clock_inputs [all_inputs -no_clocks]
set_input_delay [expr $clk_period * $clk_io_pct] -clock clk0 $non_clock_inputs
set_output_delay [expr $clk_period * $clk_io_pct] -clock clk0 [all_outputs]
[/design/flow/design.v]
module ALU_ADD_32(
    input [31:0] SR1, 
    input [31:0] SR2, 
    output reg CARRY,
    output reg [31:0] RESULT);
    always@(*) begin
        {CARRY, RESULT} <= SR1 + SR2;
    end
endmodule
module ALU_SUB_32(
    input [31:0] SR1, 
    input [31:0] SR2, 
    output reg CARRY,
    output reg [31:0] RESULT);
    wire [31:0] SR2_INV;
    assign SR2_INV = ~SR2;
    always@(*) begin
        {CARRY, RESULT} <= SR1 + SR2_INV + 1;    
    end
endmodule
module ALU_MUL_32(
    input [31:0] SR1, 
    input [31:0] SR2, 
    output reg [31:0] RESULT);
    always@(*) begin
        RESULT <= SR1 * SR2;
    end
endmodule
module ALU_AND_32(
    input [31:0] SR1, 
    input [31:0] SR2, 
    output reg [31:0] RESULT);
    always@(*) begin
        RESULT <= SR1 & SR2;
    end
endmodule
module ALU_OR_32(
    input [31:0] SR1, 
    input [31:0] SR2, 
    output reg [31:0] RESULT);
    always@(*) begin
        RESULT <= SR1 | SR2;
    end
endmodule
module ALU_XOR_32(
    input [31:0] SR1, 
    input [31:0] SR2, 
    output reg [31:0] RESULT);
    always@(*) begin
        RESULT <= SR1 ^ SR2;
    end
endmodule
module ALU_RSHIFT_32(
    input [31:0] SR2, 
    input [4:0] N,
    output reg [31:0] RESULT);
    always @(*) begin
        RESULT = SR2 >> N;
    end
endmodule
module ALU_LSHIFT_32(
    input [31:0] SR2, 
    input [4:0] N,
    output reg [31:0] RESULT);
    always @(*) begin
        RESULT = SR2 << N;
    end
endmodule
module ALU_RROT_32(
    input [31:0] SR2, 
    input [4:0] N,
    output reg [31:0] RESULT);
    always @(*) begin
        RESULT = (SR2 >> N) | (SR2 << (32 - N));
    end
endmodule
module FLAGS_REGISTER(
    input RESET,
    input WRITE,
    input [3:0] NZCV_IN,
    output reg [3:0] NZCV_OUT
);
    always @(negedge RESET) begin
        NZCV_OUT <= 4'b0000;
    end
    always @(*) begin
        if(WRITE) NZCV_OUT <= NZCV_IN;
    end
endmodule
module PROGRAM_COUNTER(
    input INCREMENT,
    input RESET,
    output reg [7:0] COUNT
);
    always @(posedge INCREMENT or negedge RESET) begin
        if(!RESET) COUNT <= 8'b11111111;
        else COUNT <= COUNT + 1;
    end
endmodule
module ALU_MOV_32(
    input [31:0] VAL,
    output reg [31:0] RESULT);
    always @(*) begin
        RESULT <= VAL;
    end
endmodule
module ALU_LDR_32(
    input [31:0] SR1,
    output reg [31:0] RESULT);
    always @(*) begin
        RESULT <= SR1;
    end
endmodule
module ALU_STR_32(
    input [31:0] SR2,
    output reg [31:0] RESULT);
    always @(*) begin
        RESULT <= SR2;
    end
endmodule
module ALU_CMP_32(
    input S,
    input [31:0] SR1, 
    input [31:0] SR2,
    output [3:0] NZCV);
    wire [31:0] SR2_INV;
    assign SR2_INV = ~SR2;
    wire [32:0] DIFF;
    assign DIFF = SR1 + SR2_INV + 1;    
    assign NZCV[0] = ((SR1[31] == (~SR2[31])) ? ((SR1[31] == DIFF[31]) ? 1'b0 : 1'b1 ) : 1'b0);
    assign NZCV[1] = (DIFF[32] ? 1'b1 : 1'b0);
    assign NZCV[2] = ((DIFF[31:0] == 0) ? 1'b1 : 1'b0);
    assign NZCV[3] = ((DIFF[31]) ? 1'b1 : 1'b0);
endmodule
module ALU_COND_CHECK(
    input [3:0] COND,
    input [3:0] NZCV,
    output reg CONDITION_MET);
    wire N_FLAG, Z_FLAG, C_FLAG, V_FLAG;
    assign {N_FLAG, Z_FLAG, C_FLAG, V_FLAG} = NZCV;
    always@ (*) begin
        case(COND)
            4'b0000: CONDITION_MET <= 1'b1;
            4'b0001: CONDITION_MET <= (Z_FLAG == 1) ? 1'b1 : 1'b0;
            4'b0010: CONDITION_MET <= (Z_FLAG == 0) & (N_FLAG == V_FLAG) ? 1'b1 : 1'b0;
            4'b0011: CONDITION_MET <= (N_FLAG != V_FLAG) ? 1'b1 : 1'b0;
            4'b0100: CONDITION_MET <= (N_FLAG == V_FLAG) ? 1'b1 : 1'b0;
            4'b0101: CONDITION_MET <= (Z_FLAG == 1) | (N_FLAG != V_FLAG) ? 1'b1 : 1'b0;
            4'b0110: CONDITION_MET <= (C_FLAG == 1) & (Z_FLAG == 0) ? 1'b1 : 1'b0;
            4'b0111: CONDITION_MET <= (C_FLAG == 0) ? 1'b1 : 1'b0;
            4'b1000: CONDITION_MET <= (C_FLAG == 1) ? 1'b1 : 1'b0;
            default: CONDITION_MET <= 1'b0;
        endcase
    end
endmodule
==> metrics.cfg <==
[detailed_routing]
drtIter0Drc = 2
wire_per_inst_um = 8.05
viasPerCell = 2.49
insertedDiodeCount = 0
drc = 0
antenna_left = 0
vias = 204
drt_wl_total_um = 660
firstDrtPassIters = 2

[global_route]
antenna_found_initial = 0
grt_usage = 0.0215
grt_pass1_wl_um = 1030
grt_max_degree = 9
overflow = 0
grt_pass1_vias = 226

[clock_tree]
clock_latency_ns = 0.25
root_buffer = clkbuf_4
cts_tree = done
clkTransAtPathRegs_ns = 0.05
ctsHoldBuffers = 0
post_cts_resized = 0
cts_setup_buffers = 0
clk_path_buf_depth = 2
cts_buffers = 3
cts_sinks = 8
h-tree-depth = 1

[die]
fp.dieW_um = 80
num_rows = 21
ios = 10
dieArea_sq_um = 6400
dieHeight_um = 80
core_area_sq_um = 3420
fp_util = 0.0956

[setup_path]
r2r_cells = 3
cp-end-kind = output pin
crit_fanout = 5
reg2reg_to = COUNT[7]
crit_buf_inv = 1
start_kind = flip-flop
rrSetupSlack_ns = 0.66
r2r_start = COUNT[2]
critPathMaxStageDelay_ns = 0.57
crit_arrival_ns = 1.31
worstPathCellList = clkdlybuf4s50_1
required_ns = 1.44
cp_slowest_cell = dfstp_2
crit_family = flip-flops
critPathKind = flip-flop to output pin

[final_timing]
slew_headroom = 0.760
hold_violations = 0
maxSlewViolCount = 0
rsz0062_at_grt = no
post-route-min-period_ns = 1.67
fin_crit_sh = 0.928
finalSetupTns_ns = 0
timing.final.ws_setup_ns = 0.129
fmax_mhz = 598
clock_skew_ns = 0.00493
worst_pin_slew_ns = 0.359
holdWs_ns = 0.471
finalSetupViolCount = 0

[final_layout]
fin_area_sq_um = 497
top_regs = COUNT x8
drive_above_1_share = 0.361
area_growth_pct = 52.1
fin_cells = 82
final_cell_mix = clkdlybuf4s50_1 (9), dfstp_2 (8), xor2_1 (3), xnor2_1 (3), clkbuf_4 (3)
largest_register_ffs = 8
lay_top_count = clkdlybuf4s50_1
top_register = COUNT

[pwr]
powerDensity_nw_per_um2 = 637
p_switching_w = 0.0000576
irDropWorstVdd_v = 0.000341
clkPwrFrac = 0.411
p_comb_frac = 0.017
p_seq_frac = 0.572
p_int_w = 0.000259
switching_share = 0.182
p_leak_nw = 0.178

[synth]
yosys_area_sq_um = 327
ys_seq_share = 0.644
synth_cells = 24
synth.distinct_cells = 11
yosys_register_bits = 8
syn-cell-area_sq_um = 327
yosys_warnings = 1
syn_avg_cell_area_sq_um = 13.6
yosys_cells = 24

[run_status]
status = complete, no violations

[worst_hold_path]
worstHoldEndpoint = COUNT[0]
hp-class = flip-flop to flip-flop
min_path_cells = 1
hold_start = COUNT[0]

[placed_design]
dpl.cell_count = 79
gp_congestion = 0.683
pre_cts_slack_ns = 0.374
port_buffers = 9
placed_cell_area_sq_um = 474

[job]
warnings = 25
maxCapViolations = 0

==> layer usage <==
metal | track usage | vias to the layer above | routed length, um
met3 | 0.0239 | 0 | 111
li1 | - | 104 | -
met2 | 0.0241 | 10 | 218
met4 | 0.00176 | 0 | 0
met1 | 0.0272 | 90 | 330
met5 | 0 | - | 0
==> power by group through the flow <==
stage     clock (W)  combinational [W]  sequential, W
4_1_cts    0.000138         0.00000552       0.000181
5_1_grt    0.000151         0.00000583       0.000181
6_report   0.000130         0.00000523       0.000181
==> cell families after synthesis <==
kind of cell / count (synthesis) / share of synthesized area
buf+inv: 1 / 0.0115
flops: 8 / 0.644
xor+xnor: 6 / 0.161
simple gates: 8 / 0.146
fa+ha+maj: 1 / 0.0383
==> stage by stage <==
stage               power, W  utilization
finish              0.000316        0.145
global route        0.000337        0.145
CTS                 0.000325        0.145
global placement    0.000189        0.139
floorplan           0.000183            -
detailed placement  0.000189        0.139
==> layout make-up <==
cell class	instances	area, sq um
flip-flops and latches	8	210
repair buffers	9	90.1
well taps	46	57.6
clock buffers	3	22.5
inverters	1	3.75
multi-input cells	15	113
fillers	385	2920
==> how the worst max path moves through the flow <==
| stage | slack (ns) | cells after the start | from | to |
|---|---|---|---|---|
| global route | 0.06 | 1 | COUNT[2] | COUNT[2] |
| CTS | 0.09 | 1 | COUNT[2] | COUNT[2] |
| finish | 0.13 | 1 | COUNT[2] | COUNT[2] |
==> synth_stat cells <==
cell type,number,share of area
and3_1,1,0.019
dfstp_2,8,0.64
ha_1,1,0.038
inv_1,1,0.011
nand2_1,2,0.023
nand3_1,2,0.031
nand3_2,1,0.031
nor2_1,1,0.011
nor3_2,1,0.031
xnor2_1,3,0.080
xor2_1,3,0.080
Power figures rest on the tool's default switching activity, not on a simulated workload.
